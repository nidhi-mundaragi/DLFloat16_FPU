**design/flow/design.v**
```verilog
module dlfloat16_sqrt (
    input  [15:0] dl_in,              
    output reg [19:0] dl_out,         
    output reg [4:0] exception_flags  
);
    wire sign = dl_in[15];                
    wire [5:0] exp_in = dl_in[14:9];      
    wire [8:0] mant_in = dl_in[8:0];      
    wire [9:0] mant_norm = (exp_in == 0) ? {1'b0, mant_in} : {1'b1, mant_in};
    reg [5:0] exp_out;      
    reg [12:0] mant_sqrt;    
    integer i;
    reg invalid, overflow, underflow, inexact;
    wire div_by_zero = 1'b0;
    always @(*) begin
        invalid = 0;
        overflow = 0;
        underflow = 0;
        inexact = 0;
        if (dl_in == 16'h0000) begin
            dl_out = 20'h00000;   
        end else if (sign == 1'b1) begin
            dl_out = 20'hFFFFF;   
            invalid = 1'b1;
        end else begin
            if (exp_in == 6'b0) begin
                exp_out = 6'b0;   
            end else begin
                exp_out = ((exp_in - 31) >> 1) + 31;
            end
            mant_sqrt = 13'b0;
            for (i = 12; i >= 0; i = i - 1) begin
                if ((mant_sqrt | (1 << i)) * (mant_sqrt | (1 << i)) <= (mant_norm << 3)) begin
                    mant_sqrt = mant_sqrt | (1 << i);
                end
            end
            if (mant_sqrt * mant_sqrt != (mant_norm << 3)) begin
                inexact = 1'b1;
            end
            if (exp_out > 6'b111110) begin
                overflow = 1'b1;
                dl_out = 20'h7DFE0;  
            end else if (exp_out == 6'b0 && mant_sqrt == 13'b0) begin
                underflow = 1'b1;
                dl_out = 20'h00000;  
            end else begin
                dl_out = {1'b0, exp_out, mant_sqrt};
            end
        end
        exception_flags = {invalid, inexact, overflow, underflow, div_by_zero};
    end
endmodule
```
**design/flow/run.sh**
```bash
#!/bin/bash
# OpenROAD 26Q1-2900-gdf79404cd8, Yosys 0.63+post, stock flow scripts
make -C /OpenROAD-flow-scripts/flow DESIGN_CONFIG=/design/flow/config.mk WORK_HOME=/design/flow/orfs finish
```
**design/flow/config.mk**
```make
export PLATFORM = sky130hd
export DESIGN_NAME = dlfloat16_sqrt
export DESIGN_NICKNAME = dlfloat16_sqrt
export VERILOG_FILES = /design/flow/design.v
export SDC_FILE = /design/flow/constraint.sdc
export NUM_CORES = 4
export LEC_CHECK = 1
export CORE_UTILIZATION = 50
```
**design/flow/constraint.sdc**
```tcl
current_design dlfloat16_sqrt

set clk_period 28.3
set clk_io_pct 0.2

create_clock -name clk0 -period $clk_period

set non_clock_inputs [all_inputs -no_clocks]
set_input_delay [expr $clk_period * $clk_io_pct] -clock clk0 $non_clock_inputs
set_output_delay [expr $clk_period * $clk_io_pct] -clock clk0 [all_outputs]
```
==> results.tsv <==
stage	metric	value	unit
run_status	status	finished, violations left	
run_status	failing checks	setup timing	
global_routing	Remaining Overflow, GRT	0	
place	worst slack, placed	-4.14	ns
worst_setup_path	crit-path max FO	4	
die	fp util	51.6	%
flow_run	OpenROAD warnings	53	
route	WL per Instance	15.9	um
final_timing	Slew HR	53.5	%
die	Die Span X	105	um
route	DR vias/cell	5.19	
global_routing	first-pass GRT wire length	25100	um
route	iteration-0 DRC count of the detailed router	167	
cells_and_area	Filler Cell Count	677	
worst_setup_path	Crit. End Element	primary output	
logic_synthesis	Gate Count Post-Synth	627	
die	total I/O pin count	41	
global_routing	initial antenna violation count	0	
final_timing	RSZ-0062 raised after global routing	yes	
place	Buffers on Ports	40	
final_timing	Worst Max-Slew Pin Slew	0.693	ns
route	antenna-violating nets left	0	
final_timing	final worst setup slack	-3.07	ns
global_routing	largest net degree at the start of global routing	18	
logic_synthesis	Cell Type Count	61	
route	diode count	0	
cells_and_area	Syn-to-layout area delta	51.2	%
logic_synthesis	Syn Area/Cell	8.53	um^2
route	Pre-antenna DRT Iters	4	
cells_and_area	most frequent cells in the layout	buf_4, inv_1, ha_1	
worst_setup_path	crit path kind	input port to primary output	
clocking	CTS Hold Bufs	0	
die	Die Y	105	um
worst_setup_path	Worst Path Arrival	25.71	ns
die	DIE AREA	0.0111	mm^2
worst_hold_path	Worst Hold Class	input port to primary output	
flow_run	Max-Cap Viols	0	
worst_setup_path	CP dominant cell by count	ha_1	
global_routing	GRT Util Overall	29.6	%
logic_synthesis	Synth Seq Share	0	%
worst_setup_path	crit path max-delay cell type	fa_2	
cells_and_area	Storage cell area	0	um^2
die	core area	0.0104	mm^2
logic_synthesis	Yosys Warn Count	1	
logic_synthesis	YS chip area	0.00535	mm^2
worst_setup_path	element type at the critical path start	input port	
logic_synthesis	number of cells in Yosys stat	627	
cells_and_area	share of layout cells above drive strength 1	42.8	%
place	Post-DP HPWL	12400	um
logic_synthesis	mapped cell area	0.00535	mm^2
final_timing	# setup viols final	7	
cells_and_area	final instance area	0.00809	mm^2
cells_and_area	Commonest Layout Cell	buf_4	
cells_and_area	Clock Buffer Count	0	
final_timing	final worst-path cycle share	111	%
global_routing	vias in the first global route	5273	
cells_and_area	flip-flops	0	
place	placed inst area	0.00721	mm^2
final_timing	Slew Limit Fails	0	
place	GP Congestion	0.913	
worst_setup_path	largest stage delay on the critical path	0.61	ns
final_timing	Max Fclk	31.9	MHz
route	final wirelength	15000	um
final_timing	final hold vios	0	
die	num rows	37	
final_timing	fin crit period	31.37	ns
route	drt drc	0	
route	Vias	4915	
worst_setup_path	Crit path required time	22.64	ns
logic make-up after synthesis:
| kind of cell | synth area share, % |
|---|---|
| AND-OR/OR-AND | 14.1 |
| XOR/XNOR | 7.04 |
| adder cells (fa/ha/maj) | 54.5 |
| buffers and inverters | 12.2 |
| multiplexers | 0.561 |
| other | 0.0701 |
| AND/OR/NAND/NOR | 11.4 |
per-layer routing:
layer  wire length (um)  part of all wire [%]  GRT usage (%)  vias up
met2               6790                    45           47.4       71
li1                   -                     -              -     2464
met5                  0                     0              0        -
met1               7300                    49           42.9     2362
met3                585                   3.9           5.05       18
met4                340                   2.3           6.14        0
worst max-delay path, delay by kind of cell:
kind            cells  cell delay (ns)
xor+xnor            6             0.69
simple gates       18             2.68
buf+inv            12             1.12
fa+ha+maj          37            11.70
compound gates     23             3.80
layout make-up:
class	instances	area [um^2]	area share [%]
Timing Repair Buffer	203	1660	20.5
Tap cell	136	170	2.10
Inverter	139	542	6.70
Multi-Input combinational cell	469	5720	70.7
per-stage QoR:
stage          hold slack, ns  TNS (ns)  cells  utilization, %
3_5_place_dp            12.56    -10.94    911            69.5
2_1_floorplan           11.39     -5.19    627               -
6_report                12.06     -9.55    947            78.0
4_1_cts                 12.04    -18.61    955            76.2
5_1_grt                 12.10    -15.32    947            78.0
3_3_place_gp            12.54     -9.84    911            69.5
synthesized netlist by cell type (4+ instances only):
library cell	n	area share [%]
a211oi_1	6	0.84
a21o_1	15	2.1
a21oi_1	21	2.0
a31oi_1	4	0.47
and2_1	4	0.47
buf_4	12	1.7
clkbuf_1	4	0.28
fa_1	47	18
ha_1	158	37
inv_1	135	9.5
inv_2	4	0.28
nand2_1	13	0.91
nand2b_1	6	0.70
nand3_1	13	1.2
nand4_1	5	0.58
nor2_1	34	2.4
nor2b_1	6	0.70
nor3_1	6	0.56
nor3b_1	4	0.56
o21a_1	4	0.56
o21ai_0	17	1.6
or2_2	6	0.70
xnor2_1	31	5.1
xor2_1	12	2.0
worst paths after layout:
path / slack (ns) / end / from / cells after the start
max: -3.07 / exception_flags[3] / dl_in[13] / 96
min: 12.06 / dl_out[0] / dl_in[14] / 7
repair_timing:
item	CTS	global route
endpoints found under the setup margin	7	7
pin swaps	83	91
buffers inserted	44	6
resized	119	63
