==> flow/run.sh <==
#!/bin/bash
# OpenROAD 26Q1-2900-gdf79404cd8, Yosys 0.63+post, stock flow scripts
make -C /OpenROAD-flow-scripts/flow DESIGN_CONFIG=/design/flow/config.mk WORK_HOME=/design/flow/orfs finish
==> flow/config.mk <==
export PLATFORM = sky130hd
export DESIGN_NAME = dl_mac
export DESIGN_NICKNAME = dl_mac
export VERILOG_FILES = /design/flow/design.v
export SDC_FILE = /design/flow/constraint.sdc
export NUM_CORES = 4
export LEC_CHECK = 1
export CORE_UTILIZATION = 30
==> flow/constraint.sdc <==
current_design dl_mac

set clk_period 36.1
set clk_io_pct 0.2

create_clock -name clk0 -period $clk_period [get_ports {clk}]

set non_clock_inputs [all_inputs -no_clocks]
set_input_delay [expr $clk_period * $clk_io_pct] -clock clk0 $non_clock_inputs
set_output_delay [expr $clk_period * $clk_io_pct] -clock clk0 [all_outputs]
==> flow/design.v <==
module dl_mac(a,b,d,c_out,clk);
  input clk;
  input [15:0]a,b,d;
  output reg [19:0]c_out;
  wire [15:0]fprod,fadd;
  reg [19:0] c_mac;
  fpmac_mult mul(a,b,fprod);
  fpmac_adder add(fprod,d,c_mac);
  always@(posedge clk)
    c_out<=c_mac;
endmodule 
module fpmac_mult(a,b,c_mul1);
  input  [15:0]a,b;
  output  reg[15:0]c_mul1;
    reg [9:0]ma,mb;  
    reg [8:0] mant;
    reg [19:0]m_temp;  
    reg [5:0] ea,eb,e_temp,exp;
    reg sa,sb,s;
  always@(*) begin
        ma ={1'b1,a[8:0]};
        mb= {1'b1,b[8:0]};
        sa = a[15];
        sb = b[15];
        ea = a[14:9];
        eb = b[14:9];
  	e_temp = 6'b0;
  	m_temp = 20'b0;
  	mant=9'b0;
  	exp= 6'b0;
  	s=0;
    if (  (ea + eb) <= 31 ) begin
  		c_mul1=16'b0; 
  	end
    else if ( (ea + eb) > 94) begin
      if( (sa ^ sb) ) begin
          c_mul1=16'hFDFE; 
        end
      else begin
          c_mul1=16'h7DFE; 
      end
    end
  	else if ( (ea + eb) == 94 ) begin
		c_mul1=16'hFFFF; 
 	end
        else begin	
        e_temp = ea + eb - 31;
        m_temp = ma * mb;
        mant = m_temp[19] ? m_temp[18:10] : m_temp[17:9];
        exp = m_temp[19] ? e_temp+1'b1 : e_temp;	
        s=sa ^ sb;
         if( a==16'hFFFF | b==16'hFFFF ) begin
            c_mul1 =16'hFFFF;
         end
        else begin
           c_mul1 = (a==0 | b==0) ? 0 :{s,exp,mant};
         end 
 	end 
    end 
	wire _unused = &{m_temp[8:0], 9'b0};
endmodule 
module fpmac_adder(input [15:0] a1, input [15:0] b1,output reg [19:0] c_add);
    reg    [5:0] Num_shift_80; 
    reg    [5:0]  Larger_exp_80,Final_expo_80;
    reg    [9:0] Small_exp_mantissa_80,S_mantissa_80,L_mantissa_80,Large_mantissa_80;
    reg    [8:0] Final_mant_80;
    reg    [10:0] Add_mant_80,Add1_mant_80;
    reg    [5:0]  e1_80,e2_80;
    reg    [8:0] m1_80,m2_80;
    reg          s1_80,s2_80,Final_sign_80;
    reg    [8:0]  renorm_shift_80;
    reg signed [5:0] renorm_exp_80;
    reg signed [5:0] larger_expo_neg;
    always@(*) begin
     	     e1_80 = a1[14:9];
    	     e2_80 = b1[14:9];
             m1_80 = a1[8:0];
     	     m2_80 = b1[8:0];
             s1_80 = a1[15];
       	     s2_80 = b1[15];
	    Num_shift_80=6'b0;
           if (e1_80  > e2_80) begin
              Num_shift_80           = e1_80 - e2_80;
              Larger_exp_80          = e1_80;                     
              Small_exp_mantissa_80  = {1'b1,m2_80};
              Large_mantissa_80      = {1'b1,m1_80};
           end
           else begin
             Num_shift_80           = e2_80 - e1_80;
             Larger_exp_80          = e2_80;
             Small_exp_mantissa_80  = {1'b1,m1_80};
             Large_mantissa_80      = {1'b1,m2_80};
           end
	    if (e1_80 == 0 | e2_80 ==0) begin
	        Num_shift_80 = 0;
	        Small_exp_mantissa_80 = 10'd512;  
	    end
	    else begin
	        Num_shift_80 = Num_shift_80;
	    end
	    Small_exp_mantissa_80  = (Small_exp_mantissa_80 >> Num_shift_80);
            if (Small_exp_mantissa_80  < Large_mantissa_80) begin
		   S_mantissa_80 = Small_exp_mantissa_80;
	    	   L_mantissa_80 = Large_mantissa_80;
            end
            else begin
		   S_mantissa_80 = Large_mantissa_80;
		   L_mantissa_80 = Small_exp_mantissa_80;
            end       
            Add_mant_80=11'b0;
	    if (e1_80!=0 & e2_80!=0) begin
		   if (s1_80 == s2_80) begin
        		Add_mant_80 = S_mantissa_80 + L_mantissa_80;
		    end else begin
			   Add_mant_80 = L_mantissa_80 - S_mantissa_80;
		    end
	    end	
 	    else begin
		    Add_mant_80 ={1'b0, L_mantissa_80};
	    end
	   renorm_exp_80=6'd0;
	   renorm_shift_80=9'd0;
	   Add1_mant_80=Add1_mant_80;
           if (Add_mant_80[10] ) begin
		   Add1_mant_80= Add_mant_80 >> 1;
		   renorm_exp_80 = 6'd1;
	   end
           else begin 
              if (Add_mant_80[9])begin
	   	     renorm_shift_80 = 0;
	   	     renorm_exp_80 = 0;		
	      end
              else if (Add_mant_80[8])begin
	   	     renorm_shift_80 = 9'd1; 
	   	     renorm_exp_80 = -1;
	      end 
              else if (Add_mant_80[7])begin
	      	      renorm_shift_80 = 9'd2; 
	      	      renorm_exp_80 = -2;		
	      end  
              else if (Add_mant_80[6])begin
	    	      renorm_shift_80 = 9'd3; 
	    	      renorm_exp_80 = -3;		
	      end
              else if (Add_mant_80[5])begin
	    	      renorm_shift_80 = 9'd4; 
	   	      renorm_exp_80 = -4;		
	      end
              else if (Add_mant_80[4])begin
	    	      renorm_shift_80 = 9'd5; 
	    	      renorm_exp_80 = -5;		
	      end
              else if (Add_mant_80[3])begin
	   	      renorm_shift_80 = 9'd6; 
	   	      renorm_exp_80 = -6;		
	      end
              else if (Add_mant_80[2])begin
	   	      renorm_shift_80 = 9'd7; 
	   	      renorm_exp_80 = -7;		
	       end
              else if (Add_mant_80[1])begin
	   	      renorm_shift_80 = 9'd8; 
	    	      renorm_exp_80 = -8;		
	      end
              else if (Add_mant_80[0])begin
	    	      renorm_shift_80 = 9'd9; 
	    	      renorm_exp_80 = -9;		
	      end
	      else begin
		      renorm_exp_80=6'd0;
	              renorm_shift_80=9'd0;
	              Add1_mant_80=Add1_mant_80;
	      end
              Add1_mant_80 = Add_mant_80 << renorm_shift_80;
          end
          Final_expo_80 = 6'd0; 
	  Final_mant_80 = 9'd0; 
	  Final_sign_80=0; 
          larger_expo_neg = -Larger_exp_80;
	       if (s1_80 == s2_80) begin
		     Final_sign_80 = s1_80;
	       end 
	       else begin    
	          if (e1_80 > e2_80) begin
	       	     Final_sign_80 = s1_80;	
	          end 
	          else if (e2_80 > e1_80) begin
		     Final_sign_80 = s2_80;
	          end
	          else begin
                     if (m1_80 > m2_80) begin
			            Final_sign_80 = s1_80;		
		             end
		            else if (m1_80 < m2_80) begin
			           Final_sign_80 = s2_80;
		            end
		           else begin
		              Final_sign_80 = 0;
		           end	  
                 end
	       end
           if(  Larger_exp_80 == 63 & renorm_exp_80 == 1) begin  
             if (  Final_sign_80 ) begin
                c_add=16'hFDFE; 
             end
             else begin
               c_add=16'h7DFE; 
             end
           end
           else if ((Larger_exp_80 >= 1) & (Larger_exp_80 <= 8) & (renorm_exp_80 <  larger_expo_neg)) begin  
             if (  Final_sign_80 ) begin
               c_add=16'h8201; 
               end
             else begin
               c_add=16'd513; 
             end
            end 
           else begin
               Final_expo_80 =  Larger_exp_80 + renorm_exp_80;
      	       if(Final_expo_80 == 6'b0) begin
                     c_add=16'b0;
               end
               else if( Final_expo_80 == 63) begin
                     c_add=16'hFFFF;
               end      
             Final_mant_80 = {Add1_mant_80,2'b00}; 
               if( a1==16'hFFFF | b1==16'hFFFF) begin
                 c_add = 16'hFFFF;
               end
               else begin
                 c_add = (a1==0 & b1==0)?0:{Final_sign_80,Final_expo_80,Final_mant_80};
               end 
           end 
  end  
endmodule
==> reports/metrics.yaml <==
status: "finished, final reports clean"
maxCapViolations: 0
start_kind: "primary input"
common_cells: "inv_1, nand2_1, ha_1"
antenna_cells: 0
edf_count: 0
area_leaders: "ha_1, fa_1, inv_1"
synthArstFlopShare_pct: 0
clock_sinks: 16
crit_type: "primary input to flop"
worst_path_max_delay_cell: "clkdlybuf4s50_1"
yosys_area_um2: 9330
placementRows: 64
top_area_cell: "ha_1"
rsz0062_at_grt: "false"
crit_path_end_kind: "flop"
initial_utilization_pct: 30.5
numCtsBuffers: 3
cts_buffer_depth: 2
track_usage_pct: 19.3
syn_inst: 1257
cts_tree: "built"
via_per_inst: 5.53
die_area_um2: 31800
cts_resized: 0
portBuffers: 64
slew_headroom_pct: 38.2
clock.fmax_mhz: 39.4
slew_violations: 0
core_area_um2: 30600
top_area_share_pct: 15.7
yosys_warnings: 3
grt_max_degree: 38
io_pins: 69
clk_pin_slew_ns: 0.05
syn-mean-instance-area_um2: 7.43
yosysSeqAreaShare_pct: 3.43
crit_family: "AND-OR/OR-AND gates"
hpwl_um: 24200
htreeDepth: 1
crit_path_frequent_cell: "ha_1"
dp_cells: 1668
placedInstanceArea_um2: 10300
yosysCellCount: 1257
yosysMostFrequentCell: "inv_1"
tool_warnings: 40
crit_path_max_incr_delay_ns: 0.81
tns_ns: 0
worst_slack_ns: 10.70
grt_first_pass_wirelength_um: 47600
final-setup-viol-count: 0
drt_iter0_markers: 833
wl_um: 29200
largestRegisters: "c_out (16)"
vias: 9252
syn2layout_area_growth_pct: 10.9
clock-root-buffer: "clkbuf_16"
fin_crit_sh_pct: 70.4
ff_type: "dfxtp_1"
ys_types: 95
grt_pass1_vias: 8832
dp_slack_ns: 10.78
ant_nets: 0
period_needed_ns: 25.40
holdBufCountCts: 0
drc: 0
cp_num_buf_inv: 4
drive_gt1_share_pct: 5.09
cp.arrival_ns: 25.47
synthesis.area_um2: 9330
hold_violations: 0
antenna_found_initial: 0
postCtsSetupRepairBufs: 0
final_core_util_pct: 33.8
worst_pin_slew_ns: 0.926
crit_path_max_fanout: 37
top_register: "c_out"
design_area_um2: 10300
dieHeight_um: 178
dr.pass1.iters: 8
worstHoldPathType: "primary input to flop"
chipWidth_um: 178
largest_reg_flops: 16
place.gp.congestion: 1.01
routedWlPerCell_um: 17.5
required_ns: 36.17
gr-total-overflow: 0
ys_ff: 16
final_cells: 1672
## worst paths after layout
check,slack (ns),startpoint,to,cells past startpoint
worst max-delay path,10.70,b[8],c_out[6],65
worst min-delay path,7.98,d[15],c_out[15],3
## worst min-delay path, cell delays in order
cell and delay (ns):
clkdlybuf4s50_1 0.61, a211oi_1 0.10, o22ai_1 0.22
## through the flow
step,hold WS [ns]
after detailed placement,7.88
after global routing,8.00
after floorplan,7.37
final,7.98
after CTS,8.02
after global placement,7.88
## cell families after synthesis
| kind of cell | synth area share (%) |
|---|---|
| multiplexers | 4.40 |
| adder cells (fa/ha/maj) | 29.8 |
| AND/OR/NAND/NOR | 22.5 |
| other | 0.0805 |
| XOR/XNOR | 5.15 |
| flip-flops | 3.43 |
| AND-OR/OR-AND | 26.1 |
| buffers and inverters | 8.50 |
## final cells by class
type	count	area, µm²
well taps	396	495
multi-input cells	1047	8240
inverters	139	522
clock buffers	4	88.8
fillers	3192	20200
repair buffers	70	686
flip-flops and latches	16	320
## layout by cell type (no fill, tap or decap), types with 11 or more instances in the layout
master,n
o31ai_1,11
nand2b_1,16
nand3_1,30
or3_1,11
nor3_1,20
a211oi_1,14
nor4_1,16
a31oi_1,13
xor2_1,24
nor2_1,87
dfxtp_1,16
nand4_1,28
o21a_1,11
o21ai_1,12
mux2_2,15
xnor2_1,29
nand2_1,129
fa_1,66
clkdlybuf4s50_1,64
o211ai_1,15
a21o_1,24
and2_1,38
inv_1,139
o21ai_0,50
mux2i_1,23
ha_1,117
a21oi_1,91
## metal layers
metal | vias to the layer above | track usage (%) | wire [µm] | share of wire [%]
li1 | 4530 | - | - | -
met1 | 4248 | 29.2 | 13800 | 47
met2 | 418 | 28.8 | 12400 | 42
met3 | 56 | 2.82 | 2130 | 7.3
met4 | 0 | 4.87 | 822 | 2.8
met5 | - | 0 | 0 | 0
