===== /design/flow/config.mk =====
export PLATFORM = sky130hd
export DESIGN_NAME = fp_int2float
export DESIGN_NICKNAME = fp_int2float
export VERILOG_FILES = /design/flow/design.v
export SDC_FILE = /design/flow/constraint.sdc
export NUM_CORES = 4
export LEC_CHECK = 1
export CORE_UTILIZATION = 30

===== /design/flow/constraint.sdc =====
current_design fp_int2float

set clk_period 24.4
set clk_io_pct 0.2

create_clock -name clk0 -period $clk_period [get_ports {clk}]

set non_clock_inputs [all_inputs -no_clocks]
set_input_delay [expr $clk_period * $clk_io_pct] -clock clk0 $non_clock_inputs
set_output_delay [expr $clk_period * $clk_io_pct] -clock clk0 [all_outputs]

===== /design/flow/design.v =====
module fp_int2float(
  input signed [31:0] in_int, 
  input clk,
  output reg [15:0] float_out1  
);
    reg [5:0] exponent;   
    reg [8:0] mantissa;    
    reg sign;             
    reg [31:0] abs_input;
    reg [15:0] float_out;
    integer i;
    always @(posedge clk) begin
       float_out1 <= float_out;
     end 
    always @(*) begin
      if (in_int == 32'b0) begin
        float_out = 16'b0;
      end
      sign = (in_int < 0) ? 1 : 0;
      abs_input = (in_int < 0) ? -in_int : in_int;
        exponent = 0;
        mantissa = 0;
       for (i = 0; i < 32 ; i = i + 1) begin
        if (abs_input >= (1 << (exponent + 1))) begin
            exponent = exponent + 1; 
        end
       end        
        if ( exponent <= 9) begin
          mantissa = abs_input << (9 - exponent);   
           end else begin
             mantissa = abs_input >> (exponent - 9); 
           end
        exponent = exponent + 31;
      float_out = {sign,exponent,mantissa};
      end 
endmodule

===== /design/flow/run.sh =====
#!/bin/bash
# OpenROAD 26Q1-2900-gdf79404cd8, Yosys 0.63+post, stock flow scripts
make -C /OpenROAD-flow-scripts/flow DESIGN_CONFIG=/design/flow/config.mk WORK_HOME=/design/flow/orfs finish

==> reports/qor.yml <==
final_timing:
  setup_viol: 15
  slew_headroom: 0.4850
  fin_crit_sh: 4.290
  slew_viol_final: 0
  hold_violations: 0
  fin_ws_ns: -80.28
  grt_setup_unrepaired: "true"
  whs_ns: 4.980
  finalSetupTns_ns: -1197.53
  tightest_slew_ns: 0.7530
  min_period_ns: 104.68
  max_freq_ghz: 0.009553
finish:
  layout.cells.most_common: "buf_4"
  final_area_mm2: 0.05771
  area_growth_pct: 55.82
  top_regs: "float_out1: 16 flops"
  nFillCells: 11160
  mi_logic_area_mm2: 0.04124
  lay_top_cells: "buf_4, nand2_1, ha_1, nor2_1, a21oi_1"
  largest-register: "float_out1"
  drive_above_1_share: 0.3776
  largest_reg_flops: 16
  final-instance-count-excl-fill: 8539
  flop_area_um2: 320.3
  fin_util: 0.4723
setup_path:
  critPathArrivalTime_ns: 104.84
  path_max_fanout: 7
  start_kind: "input pin"
  endpoint_kind: "register"
  slowest_stage: "or4_4"
  required_ns: 24.56
  criticalPathCategory: "in2reg"
  worst_path_largest_cell_delay_ns: 0.60
  critPathMostFrequentCell: "a21o_1"
detailed_routing:
  ant_nets: 0
  num_vias: 44820
  drt-pass1-iter-count: 7
  diodes: 0
  drc: 0
  wirelength_um: 152500
  drt-initial-drc-count: 3015
  vias_per_cell: 5.249
  wl_per_cell_um: 17.86
synth:
  ys_cells: 5232
  ys.flop_type: "dfxtp_1"
  ys_seq_frac: 0.008648
  synthCells: 5232
  synth.cell_area_mm2: 0.03704
  yosys-stat-area_mm2: 0.03704
  async_flop_share: 0
  ys_warn_count: 1
  edf_count: 0
  synth_cell_types: 108
  syn_area_per_cell_um2: 7.079
  ys_ff: 16
job:
  warnings: 121
  maxCapViolCount: 0
status:
  status: "finished with violations"
  violations: "negative setup slack"
global_route:
  grt_pass1_vias: 41530
  antenna_found_initial: 0
  grt_max_degree: 30
  grt_first_pass_wirelength_um: 233800
  use_met1: 0.3457
  track_usage: 0.2388
  use_met2: 0.3789
  grt_use_met3: 0.02795
  gr-total-overflow: 0
  grt.busiest_layer: "met2"
worst_hold_path:
  hp-class: "in2reg"
  min_from: "in_int[31]"
  hold_depth: 1
  hold_end: "float_out1[15]"
clock_tree:
  cts.reportedPaths.clkPinSlew_ns: 0.05
  cts_tree: "yes"
  cts_sinks: 16
  hold_buffers: 0
  clockBufferDepth: 2
  htreeDepth: 1
  root_buffer: "clkbuf_16"
  cts_made_buffers: 3
floorplanning:
  die_area_mm2: 0.1249
  io_pins: 49
  num_rows: 128
  core_mm2: 0.1222
  die_h_um: 353.4
  fp_util: 0.3031
  dieWidth_um: 353.4
placed_design:
  place_hpwl_um: 113900
  place_ws_ns: -82.63
  placed_area_mm2: 0.05334
  place_inst: 8354
  gp_congestion: 0.9810
  placement.io_buffers: 48
[critical path: cells and delay by family]
family,cells,cell delay [ns]
simple gates,189,28.81
mux,6,1.68
xor+xnor,40,8.21
fa+ha+maj,47,10.98
compound gates,253,43.10
buf+inv,57,7.10
[cells by family (layout without fill, tap and decap cells)]
family / Yosys count / count (layout) / synth area share
AOI/OAI and AO/OA: 1168 / 1168 / 0.2089
xor gates and xnor gates: 281 / 281 / 0.08033
adders and majority gates: 1034 / 1034 / 0.3493
buffers and inverters: 233 / 1883 / 0.02395
DFF: 16 / 16 / 0.008648
muxes: 53 / 53 / 0.01621
other: 2 / 34 / 0.0002028
and+or+nand+nor: 2445 / 2445 / 0.3125
[how the worst max path moves through the flow]
stage	slack, ns	end	cells after the start	start
final	-80.28	float_out1[5]	592	in_int[8]
after CTS	-80.09	float_out1[5]	588	in_int[6]
after global routing	-85.69	float_out1[5]	603	in_int[8]
[timing repair]
item,in CTS,in global routing
endpoints found under the setup margin,15,15
resized,205,410
pin swaps,158,289
gates cloned,0,2
setup buffers,98,83
[cell type report]
| cell class | instances | area share |
|---|---|---|
| Timing Repair Buffer | 1740 | 0.2334 |
| Inverter | 140 | 0.009864 |
| Multi-Input combinational cell | 5015 | 0.7146 |
| Tap cell | 1625 | 0.03523 |
| Clock buffer | 3 | 0.001301 |
| Sequential cell | 16 | 0.005550 |
[cell usage after synthesis (9+ instances only)]
library cell	instances	share of area
nand2_1	1108	0.11
ha_1	1034	0.35
nor2_1	359	0.036
a21oi_1	294	0.040
o21ai_0	243	0.033
a21o_1	211	0.043
and2_1	172	0.029
xnor2_1	164	0.039
inv_1	136	0.014
nand3_1	128	0.017
nor3_1	117	0.016
nand4_1	116	0.020
nor2b_1	115	0.019
nand2b_1	97	0.016
xor2_1	77	0.018
a211oi_1	56	0.011
and3_1	55	0.0093
clkbuf_1	49	0.0050
o21a_1	38	0.0077
buf_1	36	0.0036
nor4_1	34	0.0057
mux2i_1	33	0.0089
a31oi_1	32	0.0054
o211ai_1	32	0.0065
or3_1	30	0.0051
o31ai_1	26	0.0053
or2_2	24	0.0041
a221oi_1	19	0.0045
o22ai_1	19	0.0032
xnor3_1	18	0.011
a211o_1	16	0.0038
dfxtp_1	16	0.0086
a2111oi_0	15	0.0035
a21boi_0	15	0.0030
mux2_2	14	0.0043
and4_1	12	0.0028
or4_1	12	0.0024
o41ai_1	10	0.0024
nor3b_1	9	0.0018
[layer usage]
metal / part of all wire / wire (um)
met1: 0.47 / 70950
met3: 0.069 / 10450
met4: 0.035 / 5386
met5: 0 / 0
met2: 0.43 / 65720
